--- /design/flow/run.sh ---
#!/bin/bash
# OpenROAD 26Q1-2900-gdf79404cd8, Yosys 0.63+post, stock flow scripts
make -C /OpenROAD-flow-scripts/flow DESIGN_CONFIG=/design/flow/config.mk WORK_HOME=/design/flow/orfs finish
--- /design/flow/config.mk ---
export PLATFORM = sky130hd
export DESIGN_NAME = lspc_timer
export DESIGN_NICKNAME = lspc_timer
export VERILOG_FILES = /design/flow/design.v
export SDC_FILE = /design/flow/constraint.sdc
export NUM_CORES = 4
export LEC_CHECK = 1
export CORE_UTILIZATION = 40
--- /design/flow/design.v ---
`timescale 1ns/1ns
module C43(
	input CK,
	input [3:0] D,
	input nL, EN, CI, nCL,
	output reg [3:0] Q = 4'd0,
	output CO
);
	always @(posedge CK or negedge nCL)
	begin
		if (!nCL)
		begin
			Q <= 4'd0;		 
		end
		else
		begin
			if (!nL)
				Q <= D;			 
			else if (EN & CI)
				#1 Q <= Q + 1'b1;	 
			else
				Q <= Q;
		end
	end
	assign #3 CO = &{Q[3:0], CI};
endmodule
`timescale 1ns/1ns
module FDM(
	input CK,
	input D,
	output reg Q,
	output nQ
);
	initial
		Q <= 1'b0;
	always @(posedge CK)
		Q <= #2 D;
	assign nQ = ~Q;
endmodule
`timescale 1ns/1ns
module FDPCell(
	input CK,
	input D,
	input S, R,
	output reg Q = 1'b0,
	output nQ
);
	always @(posedge CK or negedge S or negedge R)
	begin
		if (!S)
			Q <= 1'b1;
		else if (!R)
			Q <= 1'b0;
		else
			Q <= #1 D;
	end
	assign nQ = ~Q;
endmodule
`timescale 1ns/1ns
module FDSCell(
	input CK,
	input [3:0] D,
	output reg [3:0] Q = 4'd0
);
	always @(posedge CK)
		Q <= #1 D;
endmodule
`timescale 1ns/1ns
module FDS16bit(
	input CK,
	input [15:0] D,
	output [15:0] Q
);
	FDSCell CellA(CK, D[3:0], Q[3:0]);
	FDSCell CellB(CK, D[7:4], Q[7:4]);
	FDSCell CellC(CK, D[11:8], Q[11:8]);
	FDSCell CellD(CK, D[15:12], Q[15:12]);
endmodule
`timescale 1ns/1ns
module lspc_timer(
	input LSPC_6M,
	input RESETP,
	input [15:0] M68K_DATA,
	input WR_TIMER_HIGH,
	input WR_TIMER_LOW,
	input VMODE,
	input [2:0] TIMER_MODE,
	input TIMER_STOP,
	input [8:0] RASTERC,
	input TIMER_IRQ_EN,
	input R74_nQ,
	input BNKB,
	output D46A_OUT
);
	wire [15:0] REG_TIMERHIGH;
	wire [15:0] REG_TIMERLOW;
	FDS16bit K31(WR_TIMER_HIGH, M68K_DATA, REG_TIMERHIGH);
	assign L106A_OUT = L127_CO;
	C43 N50(~LSPC_6M, ~REG_TIMERHIGH[3:0], RELOAD, L106A_OUT, L76_OUT, ~RESETP, , N50_CO);
	C43 M18(~LSPC_6M, ~REG_TIMERHIGH[7:4], RELOAD, L106A_OUT, N50_CO, ~RESETP, , M18_CO);
	assign K29_OUT = M18_CO ^ 1'b0;	 
	C43 L51(~LSPC_6M, ~REG_TIMERHIGH[11:8], RELOAD, L106A_OUT, K29_OUT, ~RESETP, , L51_CO);
	C43 L16(~LSPC_6M, ~REG_TIMERHIGH[15:12], RELOAD, L106A_OUT, L51_CO, ~RESETP, , TIMER_CO);
	FDS16bit K104(WR_TIMER_LOW, M68K_DATA, REG_TIMERLOW);
	C43 L127(~LSPC_6M, ~REG_TIMERLOW[3:0], RELOAD, nTIMER_EN, nTIMER_EN, ~RESETP, , L127_CO);
	C43 M125(~LSPC_6M, ~REG_TIMERLOW[7:4], RELOAD, L127_CO, nTIMER_EN, ~RESETP, , M125_CO);
	assign M52_OUT = M125_CO ^ 1'b0;	 
	assign L107A_OUT = L127_CO;
	C43 M54(~LSPC_6M, ~REG_TIMERLOW[11:8], RELOAD, L107A_OUT, M52_OUT, ~RESETP, , M54_CO);
	C43 L81(~LSPC_6M, ~REG_TIMERLOW[15:12], RELOAD, L107A_OUT, M54_CO, ~RESETP, , L81_CO);
	assign L76_OUT = L81_CO ^ 1'b0;	 
	FDPCell E10(WR_TIMER_LOW, 1'b0, E14A_OUT, 1'b1, E10_Q, );
	FDPCell E20(~LSPC_6M, E10_Q, 1'b1, RESETP, E20_Q, E20_nQ);
	FDPCell E32(~LSPC_6M, E20_Q, 1'b1, RESETP, , E32_nQ);
	assign E14A_OUT = ~&{E20_nQ, E32_nQ};
	assign RELOAD_MODE0 = ~|{E32_nQ, ~TIMER_MODE[0], E20_nQ};
	FDPCell K18(R74_nQ, BNKB, RESETP, 1'b1, K18_Q, );
	FDPCell E16(LSPC_6M, K18_Q, RESETP, 1'b1, E16_Q, );
	FDPCell E36(~LSPC_6M, E16_Q, RESETP, 1'b1, E36_Q, );
	FDM E46_Q(~LSPC_6M, E36_Q, , E46_nQ);
	assign RELOAD_MODE1 = ~|{~TIMER_MODE[1], E46_nQ, E36_Q};
	assign K22A_OUT = L127_CO & TIMER_CO;
	FDM E43(~LSPC_6M, K22A_OUT, , E43_nQ);
	assign RELOAD_MODE2 = TIMER_MODE[2] & K22A_OUT;
	assign D46A_OUT = ~|{~TIMER_IRQ_EN, E43_nQ};
	assign RELOAD = ~|{RELOAD_MODE0, RELOAD_MODE1, RELOAD_MODE2};
	assign J257A_OUT = ~|{RASTERC[5:4]};
	assign I234_OUT = |{RASTERC[8], ~VMODE, TIMER_STOP};
	assign J238B_OUT = ~|{J257A_OUT, I234_OUT};
	FDM J69(LSPC_6M, J238B_OUT, , nTIMER_EN);
endmodule
--- /design/flow/constraint.sdc ---
current_design lspc_timer

set clk_period 1.0
set clk_io_pct 0.2

create_clock -name clk0 -period $clk_period [get_ports {LSPC_6M}]
create_clock -name clk1 -period $clk_period [get_ports {R74_nQ}]
create_clock -name clk2 -period $clk_period [get_ports {WR_TIMER_HIGH}]
create_clock -name clk3 -period $clk_period [get_ports {WR_TIMER_LOW}]

set non_clock_inputs [all_inputs -no_clocks]
set_input_delay [expr $clk_period * $clk_io_pct] -clock clk0 $non_clock_inputs
set_output_delay [expr $clk_period * $clk_io_pct] -clock clk0 [all_outputs]
==> summary.txt <==
Register Area: 1660 µm²
cells in synth_stat.txt: 216
Post-DRT Antenna Nets: 0
chip area in the Yosys report: 2770 µm²
Post-Place Cells: 373
share of cells above drive strength 1: 0.311
vias per cell: 4.81
vias in the first global route: 1925
Fin Setup TNS: -31.49 ns
initial antenna violation count: 0
Worst Hold Launch: K18.Q
number of diodes: 0
outcome: finished with violations
hold_ws: 0.0374 ns
distinct lib cells: 31
comb. cell area: 1140 µm²
WL/cell: 13.8 µm
CP endpoint kind: register
Fin Clk Skew: 0.0561 ns
Setup-failing EPs final: 36
final setup margin: -1.01 ns
Clock transition at path regs: 0.08 ns
Hold Path Class: register to register
CP max FO: 5
Post-Syn Area: 2770 µm²
# rows: 29
tool warnings: 39
largest net degree at the start of global routing: 20
Reg-to-Reg Start: J69.Q
Synth-to-Final Area Change: 41.3%
final WL: 5420 µm
DRT Pass-1 Iters: 4
max_cap viols: 0
CP startpoint kind: register
CP Class: register to register
chip area: 7260 µm²
crit-path most repeated cell: buf_4
delay-heaviest family, CP: simple AND/OR/NAND/NOR gates
DR vias: 1885
CP startpoint: J69.Q
Crit-path slowest cell: dfxtp_2
cts hold-fix bufs: 0
PortBufs: 28
routability cong.: 0.809
Util after Layout: 0.599
Syn Area/Cell: 12.8 µm²
first-pass GRT wire length: 9150 µm
Crit path arrival time: 1.65 ns
Placeable Area: 6530 µm²
Synth Warn #: 37
CTS tree: yes
Worst EP required: 0.64 ns
IO Count: 38
Initial DRC Count: 42
Reg2Reg Setup Slack: -1.01 ns
RSZ-0062 raised after global routing: yes
leakage: 0.00186 µW
GRT Util Overall: 0.172
Fin. Hold Viols: 0
die boundary width: 85.2 µm
PwrDens: 2050 nW/µm²
Floorplan Utilization: 0.424
die height: 85.2 µm
failing checks: negative setup slack
Slew Limit Fails: 0
non-filler cells, final: 392
Mapped Cells: 216
CP cell instances: nand4b_4 > buf_4 > nor4_2 > buf_4 > xnor2_1 > mux2i_1
Peak VDD IR: 0.950 mV
DRC: 0
Seq/Total Area, Yosys: 0.598
Layout fillers: 519
crit-path max cell delay: 0.32 ns
Congestion Overflow GR: 0
WP buf/inv: 2
FF+latch count, synth: 73
HPWL after DPL: 3750 µm
-- cells in the mapped netlist, drive strengths merged --
master  count  share of area
nor2b       3         0.0068
a31oi       3         0.0090
dfxtp      35           0.25
inv         6         0.0081
buf         4          0.014
conb        1         0.0014
nand2       9          0.012
o21ai       5         0.0090
or2         1         0.0023
nor4        4          0.017
ha          8          0.036
dfstp       4          0.038
nand4       6          0.014
and3        2         0.0045
nand3      15          0.027
xor2       16          0.051
mux2i      37           0.13
or3         2         0.0045
dfrtn      34           0.31
xnor2       5          0.016
nor4b       1         0.0032
nand4b      2          0.012
nor3        1         0.0018
nor2       10          0.014
or4         1         0.0041
and2        1         0.0023
-- worst register-to-register path: stages, from the launching register on --
cell,delay (ns)
dfxtp_2,0.32
nand4b_4,0.21
buf_4,0.20
nor4_2,0.26
buf_4,0.15
xnor2_1,0.12
mux2i_1,0.09
-- kinds of logic (layout without fill, tap and decap cells) --
family                   after synthesis  count (layout)  synth area share
flip-flops                            73              73             0.598
AND/OR/NAND/NOR                       58              58             0.124
other                                  1               1           0.00135
AND-OR/OR-AND                          8               8            0.0181
XOR/XNOR                              21              21            0.0664
multiplexers                          37              37             0.134
adder cells (fa/ha/maj)                8               8            0.0361
buffers and inverters                 10             109            0.0221
-- flip-flops by register name, summed over array words and instances, names as in the netlist, 4 cells and up --
| name | count |
|---|---|
| K31.CellA.Q | 4 |
| K104.CellB.Q | 4 |
| L51.Q | 4 |
| K104.CellC.Q | 4 |
| M125.Q | 4 |
| L81.Q | 4 |
| K31.CellD.Q | 4 |
| K31.CellB.Q | 4 |
| K31.CellC.Q | 4 |
| M54.Q | 4 |
| L127.Q | 4 |
| M18.Q | 4 |
| K104.CellD.Q | 4 |
| N50.Q | 4 |
| K104.CellA.Q | 4 |
| L16.Q | 4 |
-- repair_timing --
item	4_1_cts	5_1_grt
setup buffers	0	1
hold endpoints to repair	0	0
gates resized	16	10
cloned	0	0
pin swaps	10	3
endpoints found under the setup margin	35	47
-- layer usage --
| layer | GRT usage | wire length, µm | vias to the layer above |
|---|---|---|---|
| li1 | - | - | 943 |
| met1 | 0.275 | 2720 | 895 |
| met2 | 0.245 | 2320 | 36 |
| met3 | 0.0484 | 235 | 11 |
| met4 | 0.0385 | 138 | 0 |
| met5 | 0 | 0 | - |
-- final timing paths --
path / to / cells after the start
max in group clk2: K31.CellB.Q[3] / 1
min in group clk2: K31.CellB.Q[2] / 1
setup / recovery: M54.Q[3] / 6
min in group clk3: K104.CellB.Q[0] / 1
hold reg to reg: E16.Q / 0
max in group clk1: K18.Q / 1
min in group asynchronous: E16.Q / 2
setup reg to reg: M54.Q[3] / 6
hold / removal: E16.Q / 0
max in group asynchronous: E10.Q / 2
-- stage by stage --
step	power (µW)	worst slack [ns]	instance area [µm²]
5_1_grt	8510	-1.09	3910
2_1_floorplan	4560	-1.10	2790
6_report	8030	-1.01	3910
4_1_cts	8120	-1.01	3860
3_5_place_dp	5480	-1.16	3600
3_3_place_gp	5450	-1.16	3600
-- power breakdown --
part	switching [µW]	total, µW	internal (µW)
Combinational	782	1840	1060
Clock	1180	2570	1390
Sequential	234	3620	3380
Total	2200	8030	5830
-- cell usage in the layout (no fill, tap or decap), types with 2 or more instances in the layout --
cell              n
and3_1            2
dfstp_2           4
nand3_2           2
nor2_1            8
or3_1             2
buf_12            4
dfrtn_1          34
a31oi_1           2
o21ai_0           3
xnor2_1           4
buf_6             6
mux2i_1          37
dfxtp_1          34
o21ai_1           2
clkbuf_8         12
inv_1             7
clkdlybuf4s50_1  26
buf_4            47
nor4_2            3
nand3_1          12
clkinv_2          2
nand4_1           6
nor2b_2           2
nand2_1           7
xor2_1           15
ha_1              8
-- final cells by class --
type	instances	area share
Timing Repair Buffer	85	0.199
Inverter	5	0.00575
Clock inverter	6	0.0131
Tap cell	77	0.0246
Clock buffer	13	0.0432
Sequential cell	73	0.424
Multi-Input combinational cell	133	0.291
Power is estimated from default activity; no workload was simulated.

`./config.mk`:
```
export PLATFORM = sky130hd
export DESIGN_NAME = lspc_regs
export DESIGN_NICKNAME = lspc_regs
export VERILOG_FILES = /design/flow/design.v
export SDC_FILE = /design/flow/constraint.sdc
export NUM_CORES = 4
export LEC_CHECK = 1
export CORE_UTILIZATION = 30
```
`./constraint.sdc`:
```
current_design lspc_regs

set clk_period 3.5
set clk_io_pct 0.2

create_clock -name clk0 -period $clk_period [get_ports {D112B_OUT}]

set non_clock_inputs [all_inputs -no_clocks]
set_input_delay [expr $clk_period * $clk_io_pct] -clock clk0 $non_clock_inputs
set_output_delay [expr $clk_period * $clk_io_pct] -clock clk0 [all_outputs]
```
`./design.v`:
```
`timescale 1ns/1ns
module FDPCell(
	input CK,
	input D,
	input S, R,
	output reg Q = 1'b0,
	output nQ
);
	always @(posedge CK or negedge S or negedge R)
	begin
		if (!S)
			Q <= 1'b1;
		else if (!R)
			Q <= 1'b0;
		else
			Q <= #1 D;
	end
	assign nQ = ~Q;
endmodule
`timescale 1ns/1ns
module FDRCell(
	input CK,
	input [3:0] D,
	input nCL,
	output reg [3:0] Q = 4'd0
);
	always @(posedge CK or negedge nCL)
	begin
		if (!nCL)
			Q <= #1 4'd0;
		else
			Q <= #1 D;
	end
endmodule
`timescale 1ns/1ns
module FDSCell(
	input CK,
	input [3:0] D,
	output reg [3:0] Q = 4'd0
);
	always @(posedge CK)
		Q <= #1 D;
endmodule
`timescale 1ns/1ns
module FDS16bit(
	input CK,
	input [15:0] D,
	output [15:0] Q
);
	FDSCell CellA(CK, D[3:0], Q[3:0]);
	FDSCell CellB(CK, D[7:4], Q[7:4]);
	FDSCell CellC(CK, D[11:8], Q[11:8]);
	FDSCell CellD(CK, D[15:12], Q[15:12]);
endmodule
`timescale 1ns/1ns
module lspc_regs(
	input RESET,
	input RESETP,
	input [3:1] M68K_ADDR,
	input [15:0] M68K_DATA,
	input LSPOE,
	input LSPWE,
	input VMODE,
	input [8:0] RASTERC,
	input [2:0] AA_COUNT,
	input [15:0] VRAM_LOW_READ,
	input [15:0] VRAM_HIGH_READ,
	output WR_VRAM_ADDR,
	output WR_VRAM_RW,
	output WR_TIMER_HIGH,
	output WR_TIMER_LOW,
	output WR_IRQ_ACK,
	output [15:0] REG_VRAMADDR,
	output [15:0] REG_VRAMMOD,
	output [15:0] REG_VRAMRW,
	output [15:0] CPU_DATA_OUT,
	output [7:0] AA_SPEED,			 
	output [2:0] TIMER_MODE,		 
	output TIMER_IRQ_EN,				 
	output AA_DISABLE,				 
	output TIMER_STOP,
	output nVRAM_WRITE_REQ,
	input D112B_OUT
);
	reg [7:0] WR_DECODED;		 
	wire [15:0] CPU_DATA_MUX;
	wire [15:0] REG_LSPCMODE;
	always @(*)
	begin
		if (~LSPWE)
		begin
			case (M68K_ADDR)
				3'h0 : WR_DECODED <= 8'b11111110;
				3'h1 : WR_DECODED <= 8'b11111101;
				3'h2 : WR_DECODED <= 8'b11111011;
				3'h3 : WR_DECODED <= 8'b11110111;
				3'h4 : WR_DECODED <= 8'b11101111;
				3'h5 : WR_DECODED <= 8'b11011111;
				3'h6 : WR_DECODED <= 8'b10111111;
				3'h7 : WR_DECODED <= 8'b01111111;
			endcase
		end
		else
			WR_DECODED <= 8'b11111111;
	end
	assign WR_VRAM_ADDR = WR_DECODED[0];
	assign WR_VRAM_RW = WR_DECODED[1];
	assign WR_VRAM_MOD = WR_DECODED[2];
	assign WR_LSPC_MODE = WR_DECODED[3];
	assign WR_TIMER_HIGH = WR_DECODED[4];
	assign WR_TIMER_LOW = WR_DECODED[5];
	assign WR_IRQ_ACK = WR_DECODED[6];
	assign WR_TIMER_STOP = WR_DECODED[7];
	assign REG_LSPCMODE = {RASTERC, 3'b0, VMODE, AA_COUNT};
	assign CPU_READ_SW = ~|{~|{M68K_ADDR[1], ~M68K_ADDR[2]}, ~|{REG_VRAMADDR[15], M68K_ADDR[2]}};
	assign CPU_DATA_MUX = M68K_ADDR[2] ?
							CPU_READ_SW ? REG_LSPCMODE : REG_VRAMMOD
							:
							CPU_READ_SW ? VRAM_HIGH_READ : VRAM_LOW_READ;
	FDS16bit B138(~LSPOE, CPU_DATA_MUX, CPU_DATA_OUT);
	FDS16bit F155(~WR_VRAM_RW, M68K_DATA, REG_VRAMRW);
	assign D32A_OUT = D28_nQ & 1'b1;	 
	FDPCell D38(~WR_VRAM_RW, 1'b1, 1'b1, D32A_OUT, D38_Q, nVRAM_WRITE_REQ);
	FDPCell D28(D112B_OUT, 1'b1, 1'b1, D38_Q, , D28_nQ);
	FDS16bit H105(~WR_VRAM_MOD, M68K_DATA, REG_VRAMMOD);
	FDS16bit F47(~WR_VRAM_ADDR, M68K_DATA, REG_VRAMADDR);
	FDSCell E105(WR_LSPC_MODE, M68K_DATA[15:12], AA_SPEED[7:4]);
	FDSCell C87(WR_LSPC_MODE, M68K_DATA[11:8], AA_SPEED[3:0]);
	FDPCell E74(WR_LSPC_MODE, M68K_DATA[7], 1'b1, RESET, TIMER_MODE[2], );
	FDRCell E61(WR_LSPC_MODE, M68K_DATA[6:3], RESET, {TIMER_MODE[1:0], TIMER_IRQ_EN, AA_DISABLE});
	FDPCell D34(WR_TIMER_STOP, M68K_DATA[0], RESETP, 1'b1, , TIMER_STOP);
endmodule
```
`./run.sh`:
```
#!/bin/bash
# OpenROAD 26Q1-2900-gdf79404cd8, Yosys 0.63+post, stock flow scripts
make -C /OpenROAD-flow-scripts/flow DESIGN_CONFIG=/design/flow/config.mk WORK_HOME=/design/flow/orfs finish
```
==> summary.txt <==
yosys + openroad results -> sequential-to-total area share from yosys stat 71.98%, number of max-cap violations 0, core footprint 0.007292 mm², PortBufs 152, maximum frequency from static timing analysis 0.3647 GHz, gp weighted congestion 0.8859, top-level port count 153, headroom to the max-slew limit 50.18%, largest net degree at the start of global routing 20, synthesis-to-layout area growth 70.56%, Finish-stage setup viols 0, worst hold-check path type primary input to output port, largest fanout on the critical path 4, Synthesized registers 80, biggest area consumer among synthesized cells dfxtp_1, sort of element at the end of the critical path output port, sequential share of power 27.3%, pwr/cell area 59.57 mW/mm², Net Sw Frac 25.33%, max-slew violation count 0, status finished clean, Congestion Overflow GR 0, overall die area 0.007960 mm², global-route usage over all layers 14.75%, worst endpoint data arrival time 2040 ps, Worst Path Required 2800 ps, number of cells in Yosys stat 155, static leakage 1.637 nW, Avg WL per Cell 14.81 µm, CTS-repair resized insts 0, number of warnings issued by yosys 13, Area leader share 63.16%, setup repair after global routing missed its margin no, netlist area before placement 0.002282 mm², total number of warnings across the stage logs 28, drt via density 4.022, measured slew at the worst slew-check pin 746.2 ps, Cell area leaders dfxtp_1 (63%), mux2i_1 (18%), dfrtp_1 (6.6%), clock network fraction of design power 0%, height of the die 89.22 µm, setup TNS 0 ps, horizontal die dimension 89.22 µm, drt total wl 5.999 mm, post-detailed-route count of antenna-violating nets 0, std cell rows 31, antenna violations before repair 0, Final Critical Period 2742 ps, number of register pins that no clock reaches 79, Chip Area, Yosys 0.002282 mm², share of post-route cells with drive strength above 1 2.614%, Logic pwr share 72.7%, Multi-input gate area 548.0 µm², switching power 0.05873 mW, crit share post-route 78.35%, number of filler instances in the final layout 666, most instantiated logic cells after routing clkdlybuf4s50_1 (152), dfxtp_1 (72), mux2i_1 (42), vias in the first global route 1543, count of endpoints without a timing constraint 157, most frequent logic cell in the layout clkdlybuf4s50_1, final count of hold timing violations 0, DRC violation count after routing 0, post-cts hold-fix buffer tally 0, global-route wire length before repair 8.369 mm, half-perimeter wire length after detailed placement 4.811 mm, synthesized area divided by synthesized cell count 14.72 µm², maximum ir drop on the vdd rail 0.02934 mV, total internal power 0.1731 mW, post-synthesis cell count 155, setup repair bufs after CTS 0, first drt pass iteration count 4, initial detailed-routing violation count 22, Vias 1629, number of distinct library cell variants in the gate-level netlist after synthesis 19, Total Power Consumption 0.2319 mW, diode count 0, Startpoint Class primary input, type of the worst setup path primary input to output port, Reg area 0.001643 mm², Starting Density 31.30%
==> cells in the mapped netlist <==
library cell	n
and2b_1	2
dfstp_2	1
buf_4	3
nand3_1	2
buf_6	3
dfrtn_1	1
nand2_1	7
and2_1	2
buf_12	1
o22ai_1	3
nor2_2	1
inv_1	5
dfxtp_1	72
nor4_4	1
conb_1	1
nor2_1	1
dfrtp_1	6
mux2i_1	42
nor2b_1	1
==> path summary, 6_finish.rpt <==
path / slack [ps] / endpoint / from / depth (start not counted)
worst max-delay path: 760 / WR_VRAM_ADDR / M68K_ADDR[2] / 4
worst min-delay path: 2520 / WR_TIMER_LOW / M68K_ADDR[3] / 3
==> per-layer routing <==
| layer | track usage [%] | vias to the layer above | routed length (µm) |
|---|---|---|---|
| met5 | 0 | - | 0 |
| met2 | 26.09 | 69 | 3054 |
| met3 | 2.528 | 2 | 452 |
| met4 | 0.5772 | 0 | 27 |
| li1 | - | 809 | - |
| met1 | 20.78 | 749 | 2465 |
==> logic make-up after synthesis <==
logic type	count (synthesis)	share of synthesized area, %
DFF	80	71.98
and+or+nand+nor	17	4.441
other	1	0.1643
AOI/OAI and AO/OA	3	0.8225
muxes	42	18.42
buffers and inverters	12	4.167
==> per-stage QoR <==
step / std cells / utilization [%] / setup WS, ps / hold slack (ps) / instance area (µm²)
2_1_floorplan: 156 / - / 1479 / 1434 / 2286
3_3_place_gp: 405 / 53.38 / 745.4 / 2496 / 3892
3_5_place_dp: 405 / 53.38 / 758.7 / 2517 / 3892
4_1_cts: 405 / 53.38 / 742.4 / 2521 / 3892
5_1_grt: 405 / 53.38 / 683.0 / 2558 / 3892
6_report: 405 / 53.38 / 757.8 / 2524 / 3892
==> worst max-delay path, cell delays in order <==
cell and delay (ps):
clkdlybuf4s50_1 500, nor4_4 360, inv_1 70, clkdlybuf4s50_1 410
==> cell type report <==
class	instances	area share, %
Inverter	5	0.4822
Sequential cell	80	42.21
Timing Repair Buffer	157	40.05
Tap cell	99	3.182
Multi-Input combinational cell	64	14.08
==> power groups by stage <==
stage                 clock, mW  combinational (mW)  sequential [mW]
after CTS                     0               0.172           0.0634
after global routing          0               0.184           0.0648
final                         0               0.169           0.0632
Power is estimated from default activity; no workload was simulated.
